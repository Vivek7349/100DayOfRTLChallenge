### flow/config.mk
export PLATFORM = sky130hd
export DESIGN_NAME = OddCounter
export DESIGN_NICKNAME = OddCounter
export VERILOG_FILES = /design/flow/design.v
export SDC_FILE = /design/flow/constraint.sdc
export NUM_CORES = 4
export LEC_CHECK = 1
export CORE_AREA = 10 10 70 70
export DIE_AREA = 0 0 80 80
### flow/constraint.sdc
current_design OddCounter

set clk_period 2.1
set clk_io_pct 0.2

create_clock -name clk0 -period $clk_period [get_ports {clk}]

set non_clock_inputs [all_inputs -no_clocks]
set_input_delay [expr $clk_period * $clk_io_pct] -clock clk0 $non_clock_inputs
set_output_delay [expr $clk_period * $clk_io_pct] -clock clk0 [all_outputs]
### flow/design.v
module OddCounter(clk,reset,count);
	input clk,reset;
	output reg [7:0] count;
	always @ (posedge clk or posedge reset)
	begin
		if(reset)
			count<=8'h01;
		else
			count<=count+8'd2;
	end
endmodule
### flow/run.sh
#!/bin/bash
# OpenROAD 26Q1-2900-gdf79404cd8, Yosys 0.63+post, stock flow scripts
make -C /OpenROAD-flow-scripts/flow DESIGN_CONFIG=/design/flow/config.mk WORK_HOME=/design/flow/orfs finish
==> impl_metrics.tcl <==
# metrics dict for downstream scripts
set metrics [dict create \
    status "complete, no violations" \
    finalWirelength_um 649 \
    timing.hold.ws_ps 406 \
    critical_path_class "reg -> out" \
    ir_drop_mv 0.336 \
    warnings 25 \
    crit_chain "clkdlybuf4s50_1" \
    fp_util 0.0810 \
    grt_pass1_vias 228 \
    r2r_start "count[1]$_DFF_PP0_" \
    skew_ps 1.50 \
    avgViaCountPerCell 2.43 \
    die-width_um 80 \
    die-area_sq_um 6400 \
    synthCells 22 \
    worst_setup_path_start_kind "flop" \
    h-tree-depth 1 \
    antenna_cells 0 \
    final-max-slew-violation-count 0 \
    clock.fmax_ghz 0.631 \
    crit_path_end_kind "primary output" \
    ys_seq_elements 7 \
    regToRegSetupSlack_ps 1080 \
    fin_crit_ps 1580 \
    drive_gt1_frac 0.0909 \
    crit_arrival_ps 1160 \
    largest_reg_flops 7 \
    hold_viol_final 0 \
    grt_start_max_net_pins 8 \
    yosysWarnings 1 \
    io_buffers 8 \
    coreArea_sq_um 3420 \
    synthFlopType "dfrtp_1" \
    post-cts-setup-buffer-count 0 \
    p_per_area_nw_per_um2 592 \
    setup_tns_ps 0 \
    rows 21 \
    reg_top3 "count: 7 flops" \
    ys_chip_area_sq_um 277 \
    yosys_cells 22 \
    grt_remaining_overflow 0 \
    grt_pass1_wl_mm 1.17 \
    drt-pass1-iter-count 1 \
    period_used_share 0.754 \
    antenna_found_initial 0 \
    hold_buffers 0 \
    rsz0062_at_grt "no" \
    drtAntennaViolNets 0 \
    cp_top_family "buffers and inverters" \
    cp.buffers_inverters 1 \
    cts_sinks 7 \
    avgSynthCellArea_sq_um 12.6 \
    edf_count 0 \
    synth-async-reset-ratio 1.00 \
    syn_area_sq_um 277 \
    cts-root-buf "clkbuf_4" \
    min_path_type "in -> async" \
    clockBufferDepth 2 \
    max_stage_delay_ps 500 \
    reg2reg_to "count[5]$_DFF_PP0_" \
    total_leakage_power_nw 0.180 \
    synth.most_common_cell "dfrtp_1" \
    numCtsBuffers 3 \
    path_max_fanout 5 \
    slowest_stage "clkdlybuf4s50_1" \
    cp.required_ps 1680 \
    die_h_um 80 \
    io_pins 10 \
    clock_latency_ps 240 \
    logic_area_sq_um 86.3 \
    vias 192 \
    path_clk_slew_ps 50 \
    top_cells_by_count "7 x dfrtp_1, 4 x nand3_1, 4 x xnor2_1, 2 x inv_1" \
    ff2ff_path_depth 3 \
    postSynthSeqShare 0.633 \
    area_growth_pct 56.6 \
    maxCapViolations 0 \
    gp_congestion 0.687 \
    cts_resized 0 \
    drtIter0Drc 0 \
    cts_tree "yes" \
    synth.distinct_cells 9 \
    crit_cells 1 \
    fillers 404 \
    grt_usage 0.0235 \
    regMostFlops "count" \
    yosysTopAreaCell "dfrtp_1" \
    area_leaders "dfrtp_1 63%, xnor2_1 13%, nand3_1 7.2%, ha_1 4.5%, xor2_1 3.2%" \
    drc_errors 0 \
    setup_viol 0 \
    seq_area_sq_um 175 \
    top_cell_area_share 0.633 \
    wl_per_cell_um 8.22 \
]
logic make-up after synthesis:
| logic type | count (synthesis) | share of synthesized area |
|---|---|---|
| buf+inv | 3 | 0.0543 |
| flops | 7 | 0.633 |
| other cells | 1 | 0.0136 |
| xor+xnor | 5 | 0.158 |
| fa+ha+maj | 1 | 0.0452 |
| simple gates | 5 | 0.0950 |
worst max-delay path by stage:
stage,start,end,slack (ps)
final,count[1]$_DFF_PP0_,count[1],520
after global routing,count[1]$_DFF_PP0_,count[1],440
after CTS,count[3]$_DFF_PP0_,count[3],490
area by class of cell:
type	count	share of cell area
Timing Repair Buffer	8	0.185
Clock buffer	4	0.0607
Inverter	2	0.0173
Multi-Input combinational cell	12	0.199
Sequential cell	7	0.405
Tap cell	46	0.133
stage by stage:
stage               total power, mW  utilization  instances  setup slack (ps)  instance area, sq um
floorplan                     0.141            -         22              1200                   277
global placement              0.142        0.119         75               766                   407
detailed placement            0.142        0.119         75               765                   407
CTS                           0.262        0.127         79               492                   433
global route                  0.272        0.127         79               442                   433
finish                        0.256        0.127         79               516                   433
cells in the final DEF (no fill, tap or decap):
| cell | Yosys | layout |
|---|---|---|
| and3_1 | 1 | 1 |
| ha_1 | 1 | 1 |
| conb_1 | 1 | 1 |
| nand3_1 | 4 | 4 |
| clkbuf_4 | 0 | 3 |
| dfrtp_1 | 7 | 7 |
| inv_1 | 2 | 2 |
| xor2_1 | 1 | 1 |
| xnor2_1 | 4 | 4 |
| clkdlybuf4s50_1 | 0 | 8 |
| clkbuf_1 | 0 | 1 |
power breakdown:
part | switching [mW] | internal, mW
clock | 0.0446 | 0.0722
combinational | 0.00272 | 0.00175
sequential | 0 | 0.135
total | 0.0473 | 0.209
metal layers:
metal,up-vias,global-route usage,wire (um)
li1,91,-,-
met1,93,0.0243,233
met2,8,0.0369,313
met3,0,0.0205,102
met4,0,0.00176,0
met5,-,0,0
Power and IR drop assume default switching activity.
