$ cat flow/constraint.sdc
current_design BinToHot

set clk_period 1.0
set clk_io_pct 0.2

create_clock -name clk0 -period $clk_period

set non_clock_inputs [all_inputs -no_clocks]
set_input_delay [expr $clk_period * $clk_io_pct] -clock clk0 $non_clock_inputs
set_output_delay [expr $clk_period * $clk_io_pct] -clock clk0 [all_outputs]
$ cat flow/design.v
module BinToHot (bin_i,hot_o);
	parameter bin_w = 4;
	parameter hot_w = 16;
	input [bin_w-1:0] bin_i;
	output [hot_w-1:0] hot_o;
	assign hot_o = 1'b1<<bin_i;
endmodule
$ cat flow/run.sh
#!/bin/bash
# OpenROAD 26Q1-2900-gdf79404cd8, Yosys 0.63+post, stock flow scripts
make -C /OpenROAD-flow-scripts/flow DESIGN_CONFIG=/design/flow/config.mk WORK_HOME=/design/flow/orfs finish
$ cat flow/config.mk
export PLATFORM = sky130hd
export DESIGN_NAME = BinToHot
export DESIGN_NICKNAME = BinToHot
export VERILOG_FILES = /design/flow/design.v
export SDC_FILE = /design/flow/constraint.sdc
export NUM_CORES = 4
export LEC_CHECK = 1
export CORE_AREA = 10 10 70 70
export DIE_AREA = 0 0 80 80
==> run summary <==
flow finished, numbers: status=finished, violations left, violated checks=negative setup slack, Top Layer Used=met3, initial core utilization=0.0663, Port-buffer cells=20, PnR Total Power=241 µW, 1st-iter DRT viols=17, cell type with the largest total area=and4bb_2, area delta synth->final=216%, Peak VDD IR=between 100 and 150 µV, CP startpoint kind=input port, antenna violations before repair=0, Final period util=1.14, Routed Antenna Nets=0, yosys cell count=20, metal2 WL=470 µm, Sw Ratio=0.351, Int Pwr=roughly 160 µW, total congestion overflow=0, CP dominant cell by count=buf_6, Seq share, synth=0, RSZ-0062 raised after global routing=yes, syn_area_per_cell=between 10 and 15 µm², max-slew violations=0, Rows=21, Buffers & Inverters on Critical Path=4, Area contributors post-synth=and4bb_2, nor4b_2, and4b_1, io pins=20, Combinational Power Share=1.000, Fin. Hold Viols=0, Layout fillers=roughly 370, Placed Instances=86, Yosys Chip Area=between 200 and 250 µm², WHS=between 700 and 800 ps, MaxCap Viol Count=0, critical path cell sequence=buf_8, buf_6, buf_6, nor4b_4, buf_2, layout cell share with drive strength beyond 1=0.900, met3 wire length=~140 µm, CP max FO=6, min-delay worst type=in -> out, via count=roughly 340, Final WS setup=-144 ps, Total GRT Usage=0.0383, Die Width=roughly 80 µm, ant diodes=0, sequential cell area=0 µm², slowest cell on the critical path=nor4b_4, setup violators final=13, vertical die size=80 µm, fmax=a little under 900 MHz, post-DR vias/cell=roughly 3.2, drc violations=0, post-DP HPWL=634 µm, Seq Cell Count=0, most frequent cell after synthesis=and4bb_2, Top delay family on crit path=buffers and inverters, DR WL/cell=roughly 13 µm, largest stage delay on the critical path=between 200 and 300 ps, clock buffers=0, Final Non-Filler Cells=between 100 and 150, Routability Congestion=slightly above 0.7, top-area cell type share of the netlist area=0.331, final core utilization=0.210, DRT Wirelength=~1.4 mm, Mapped Cells=20, Initial DRT Pass Iterations=2, CP endpoint kind=output pin, first-pass GRT wire length=just under 2 mm, commonest cells in the netlist=and4bb_2, and4b_1, buf_4, nor4b_2, chip area=~6400 µm², kind of critical path=in -> out, total core area=3420 µm², YS warnings=0, crit path DRT=about 800 ps, Switching Power=between 80 and 90 µW, met1 layer wirelength in the final routing=779 µm, worst-margin pin slew=203 ps, Worst EP arrival=940 ps, Max-slew headroom=0.864, Power Density=between 300 and 400 nW/µm², Flop pwr share=0, pin count of the biggest net entering global routing=9, leakage=about 0.35 nW, total tool warning count=34, vias in the first global route=roughly 340, clock share of power=0, Synth cell types=6, mapped cell area=approximately 230 µm², Tmin final=about 1100 ps, Post-CTS Hold Buffers=0, Placement Setup Slack=-800 ps
[per-stage QoR]
| step | setup TNS [ps] | instance area (µm²) |
|---|---|---|
| CTS | -973 | 647 |
| global route | -1640 | 716 |
| detailed placement | -12000 | 497 |
| global placement | -12140 | 497 |
| finish | -1160 | 716 |
| floorplan | 0 | 226 |
[layout by cell type, fill, tap and decap left out]
cell             count
buf_8                4
clkdlybuf4s15_1      1
buf_12               1
buf_6               16
buf_16               1
buf_2               15
nor4b_4              4
and4_1               1
and4b_1              4
buf_4                6
nor4_4               1
and4bb_2             6
[repair_timing]
| action | CTS | global route |
|---|---|---|
| buffers inserted | 14 | 3 |
| endpoints found under the setup margin | 16 | 13 |
| pin swaps | 9 | 5 |
| gates cloned | 4 | 0 |
| resized | 89 | 10 |
[metal layers]
layer / GRT usage / up-vias
met5: 0 / -
met4: 0 / 0
met3: 0.0148 / 0
met2: 0.0393 / 20
met1: 0.0686 / 154
li1: - / 169
[worst paths after layout]
kind | endpoint | startpoint | cells past startpoint | slack (ps)
worst min-delay path | hot_o[4] | bin_i[0] | 4 | 770
worst max-delay path | hot_o[1] | bin_i[1] | 5 | -140
[logic make-up after synthesis]
logic type,count (synthesis),synth area share
and+or+nand+nor,16,0.867
buffers and inverters,4,0.133
[power groups by stage]
| stage | Sequential [mW] | Clock (mW) | Combinational (mW) |
|---|---|---|---|
| 4_1_cts | 0 | 0 | 0.207 |
| 5_1_grt | 0 | 0 | 0.257 |
| 6_report | 0 | 0 | 0.241 |
[layout make-up]
cell class	instances	area, µm²	share of cell area
multi-input cells	16	240	0.336
well taps	46	57.6	0.0804
repair buffers	44	418	0.584
Power is estimated from default activity; no workload was simulated.
