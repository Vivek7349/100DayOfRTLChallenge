## /design/flow/run.sh

```bash
#!/bin/bash
# OpenROAD 26Q1-2900-gdf79404cd8, Yosys 0.63+post, stock flow scripts
make -C /OpenROAD-flow-scripts/flow DESIGN_CONFIG=/design/flow/config.mk WORK_HOME=/design/flow/orfs finish
```

## /design/flow/config.mk

```make
export PLATFORM = sky130hd
export DESIGN_NAME = Alu8
export DESIGN_NICKNAME = Alu8
export VERILOG_FILES = /design/flow/design.v
export SDC_FILE = /design/flow/constraint.sdc
export NUM_CORES = 4
export LEC_CHECK = 1
export CORE_UTILIZATION = 30
```

## /design/flow/constraint.sdc

```tcl
current_design Alu8

set clk_period 6.8
set clk_io_pct 0.2

create_clock -name clk0 -period $clk_period

set non_clock_inputs [all_inputs -no_clocks]
set_input_delay [expr $clk_period * $clk_io_pct] -clock clk0 $non_clock_inputs
set_output_delay [expr $clk_period * $clk_io_pct] -clock clk0 [all_outputs]
```

## /design/flow/design.v

```verilog
module Alu8(a,b,op,out,carry);
	input [7:0] a,b;
	input [2:0] op;
	output reg [7:0] out;
	output carry;
	reg carry;
	always @ (*)
	begin
	carry = 0;
		case(op)
			3'b000: {carry,out} = a + b;
			3'b001: {carry,out} = a - b;
			3'b010: out = a << b[2:0];
			3'b011: out = a >> b[2:0];
			3'b100: out = a & b;
			3'b101: out = a | b;
			3'b110: out = a ^ b;
			3'b111: out = {7'b0,a==b};
		endcase
	end
endmodule
```

==> results.cfg <==
; yosys + openroad results
[power]
p_switching_mw = 0.07565
comb_power_share = 1.000
finalPower_mw = 0.1471
p_leak_nw = 0.8473
p_per_area_mw_per_mm2 = 73.20
clock_power_share = 0
p_sw_frac = 0.5143
peakVddDrop_v = 0.00002949
pwr-share-seq = 0
power.internal_mw = 0.07144

[setup_path]
slowest_delay_ns = 0.73
endpoint = out[3]
startpoint_type = primary input
critPathMaxFanout = 18
crit_arrival_ns = 4.36
path_class = primary input to primary output
cp-startpoint = op[2]
critPathRequiredTime_ns = 5.44
worst_setup_path_end_kind = primary output
crit_chain = clkdlybuf4s50_1, nand2b_1, nor3_1, a221o_1, a221o_1, a21oi_1, a21oi_1, clkdlybuf4s50_1
critical-path-slowest-cell = clkdlybuf4s50_1

[floorplanning]
fp.dieW_um = 76.98
fp-row-count = 26
io_pins = 28
dieHeight_um = 76.98
dieArea_mm2 = 0.005926
core-area_mm2 = 0.005270
initCoreUtil = 0.3200

[final_timing]
period_needed_ns = 5.720
report.final.slew_viol_count = 0
tightest_slew_ns = 0.8186
finalSetupTns_ns = 0
relSlewSlack = 0.4501
timing.fmax_ghz = 0.1748
rsz0062_at_grt = no
min_period_over_period = 0.8411
setup_violations = 0
hold_viol = 0

[logic_synthesis]
syn_avg_cell_area_um2 = 7.270
synth_chip_area_mm2 = 0.001687
ys_types = 46
ys_cells = 232
syn_area_mm2 = 0.001687
synth_seq_share = 0
ys_warn_count = 1
syn_inst = 232

[cts]
ctsHoldBuffers = 0
cts_resized = 0
post-cts-setup-buffers = 0

[routing]
antenna_cells = 0
postRouteWirelength_um = 5170
ant_nets = 0
dr.first_iter.drc_count = 140
drt-wirelength-per-cell_um = 16.26
wl_met3_um = 514
drt-met1-wl_um = 2286
met2_wirelength_um = 2306
via_count = 1780
vias_per_cell = 5.597
top_layer = met4
dr.pass1.iters = 6
drc = 0

[status]
status = completed

[final_layout]
syn_to_final_growth_pct = 19.14
regArea_um2 = 0
instances_no_fill = 318
flops = 0
drive_above_1_share = 0.05242
nFillCells = 566
clock_buffer_count = 0
logic_area_mm2 = 0.001521

[flow_run]
warnings = 49
max_cap_viol_count = 0

[placed_design]
port_buffers = 28
hpwl_um = 4019
dp.cells = 318
gp_congestion = 0.9675

[global_routing]
grt_pass1_vias = 1673
grt_pass1_wl_um = 8411
grt_max_degree = 22
antenna_found_initial = 0
overflow = 0
track_usage = 0.1792

[min_path]
hp-class = primary input to primary output
per-layer routing:
metal  GRT usage  vias up
li1            -      876
met1      0.2603      800
met2      0.2759       98
met3     0.04595        6
met4     0.02642        0
met5           0        -
layout by cell type, fill, tap and decap left out, drive strengths merged, types with 2 or more instances in the layout:
master,synthesis,final
inv,23,23
mux2i,7,7
nor2b,8,8
or3,3,3
ha,25,25
a211oi,2,2
mux2,2,2
nand3,2,2
fa,2,2
a21oi,13,13
o21bai,3,3
nand2b,5,5
nor3,7,7
o21ai,19,19
a222oi,2,2
mux4,9,9
buf,7,4
xor2,3,3
a21o,2,2
a221oi,2,2
clkdlybuf4s50,0,28
a31oi,2,2
o211ai,3,3
nand2,20,20
nor4,2,2
xnor2,5,5
o31ai,2,2
a221o,2,2
a22oi,4,4
a32oi,3,3
o22ai,3,3
nor2,19,19
synth_stat cells, types with 2 or more instances:
library cell	count	area (um2)
ha_1	25	312.8
inv_1	23	86.33
nand2_1	20	75.07
nor2_1	19	71.32
o21ai_0	19	95.09
a21oi_1	13	65.06
clkbuf_1	9	33.78
nor2b_1	8	50.05
mux2i_1	7	70.07
nor3_1	7	35.03
buf_2	6	30.03
mux4_2	6	135.1
nand2b_1	5	31.28
xnor2_1	5	43.79
a22oi_1	4	30.03
a32oi_1	3	26.28
mux4_1	3	78.83
o211ai_1	3	22.52
o21bai_1	3	22.52
o22ai_1	3	18.77
or3_1	3	18.77
xor2_1	3	26.28
a211oi_1	2	15.01
a21o_1	2	15.01
a221o_1	2	20.02
a221oi_1	2	17.52
a222oi_1	2	20.02
a31oi_1	2	12.51
fa_1	2	40.04
mux2_2	2	22.52
nand3_1	2	10.01
nor4_1	2	12.51
o31ai_1	2	15.01
worst min path at each step:
stage         from     to  cells after the start
CTS           b[7]  carry                      7
global route  b[7]  carry                      7
finish        b[7]  carry                      7
cells by family after synthesis:
kind of cell	share of synthesized area
AND-OR/OR-AND	0.2700
multiplexers	0.1818
adder cells (fa/ha/maj)	0.2092
XOR/XNOR	0.04154
AND/OR/NAND/NOR	0.1996
buffers and inverters	0.09792
area by class of cell:
class,instances,share of cell area
well taps,70,0.04359
inverters,24,0.04483
repair buffers,32,0.1544
multi-input cells,192,0.7572
stage by stage:
| step | hold slack [ns] | setup slack [ns] | utilization | cell area, um2 |
|---|---|---|---|---|
| global route | 4.092 | 0.9523 | 0.3813 | 2009 |
| floorplan | 2.960 | 2.338 | - | 1687 |
| global placement | 3.961 | 1.043 | 0.3813 | 2009 |
| finish | 3.949 | 1.080 | 0.3813 | 2009 |
| detailed placement | 3.957 | 1.199 | 0.3813 | 2009 |
| CTS | 3.965 | 1.180 | 0.3813 | 2009 |
critical path, delay by kind of cell:
kind	cells	cell delay [ns]
compound gates	4	0.64
simple gates	2	1.13
buf+inv	2	1.22
power groups by stage:
stage	clock [mW]	sequential [mW]	combinational, mW
6_report	0	0	0.147
5_1_grt	0	0	0.162
4_1_cts	0	0	0.146
No activity file was given, so power comes from the tool's default toggle rates.
